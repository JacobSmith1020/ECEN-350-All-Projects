<file path="./config.mk">
export PLATFORM = sky130hd
export DESIGN_NAME = NextPClogic
export DESIGN_NICKNAME = NextPClogic
export VERILOG_FILES = /design/flow/design.v
export SDC_FILE = /design/flow/constraint.sdc
export NUM_CORES = 4
export LEC_CHECK = 1
export CORE_UTILIZATION = 50
</file>
<file path="./constraint.sdc">
current_design NextPClogic

set clk_period 23.8
set clk_io_pct 0.2

create_clock -name clk0 -period $clk_period

set non_clock_inputs [all_inputs -no_clocks]
set_input_delay [expr $clk_period * $clk_io_pct] -clock clk0 $non_clock_inputs
set_output_delay [expr $clk_period * $clk_io_pct] -clock clk0 [all_outputs]
</file>
<file path="./design.v">
`timescale 1ns / 1ps
module NextPClogic(NextPC, CurrentPC, SignExtImm64, Branch, ALUZero, UCbranch); 
  input [63:0] CurrentPC, SignExtImm64; 
  input Branch, ALUZero, UCbranch; 
  output reg [63:0] NextPC;
  reg [63:0]SignExtImm64SL;
  always @ (*) begin
    SignExtImm64SL <= #1 SignExtImm64 * 4;
  	if(UCbranch)
  		NextPC <= #2 CurrentPC + SignExtImm64SL;
    else if(Branch && ALUZero)
    	NextPC <= #2 CurrentPC + SignExtImm64SL;
    else 
    	NextPC <= #2 CurrentPC + 4;
  end
endmodule
</file>
<file path="./run.sh">
#!/bin/bash
# OpenROAD 26Q1-2900-gdf79404cd8, Yosys 0.63+post, stock flow scripts
make -C /OpenROAD-flow-scripts/flow DESIGN_CONFIG=/design/flow/config.mk WORK_HOME=/design/flow/orfs finish
</file>
==> impl_metrics.json <==
{
  "status": "finished, final reports clean",
  "grt_first_pass_wirelength_mm": 28.27,
  "die_h_um": 107.9,
  "num_rows": 38,
  "cts_setup_buffers": 0,
  "drt-initial-drc-count": 277,
  "antenna_left": 0,
  "end_kind": "output port",
  "synth_cell_types": 83,
  "dpl_cell_area_um2": 7522,
  "ff_count": 0,
  "dp_hpwl_mm": 14.35,
  "portBuffers": 189,
  "routed_via_density": 5.777,
  "fillCellCount": 1007,
  "clkbuf_count": 0,
  "globalplace.congestion": 0.9969,
  "dp.cells": 1157,
  "vdd_drop_max_v": 0.00001829,
  "fin_util_pct": 69.09,
  "io_pins": 195,
  "die_w_um": 107.9,
  "antenna_found_initial": 0,
  "startpoint_type": "input port",
  "crit_path_max_fanout": 6,
  "mostFrequentLayoutCells": "clkdlybuf4s50_1 (189), nand2_1 (107), a21oi_1 (102)",
  "endpoint": "NextPC[42]",
  "hold_path.class": "in2out",
  "synth_chip_area_um2": 5608,
  "required_ns": 19.04,
  "startpoint": "CurrentPC[2]",
  "finalMaxSlewViolations": 0,
  "fin_cells": 1157,
  "finalCritPeriodShare_pct": 57.46,
  "die-area_um2": 11640,
  "leakagePower_nw": 3.018,
  "rsz0062_at_grt": "false",
  "cts.hold.buffers_added": 0,
  "yosys-stat-cells": 869,
  "fin_area_um2": 7522,
  "seqCellArea_um2": 0,
  "synth.avg_cell_area_um2": 6.453,
  "first_global_vias": 6092,
  "period_minus_slack_ns": 13.68,
  "diodes": 0,
  "max_slew_margin_pct": 52.70,
  "area_growth_pct": 34.14,
  "setup_slack_ns": 10.12,
  "first_pass_iters": 5,
  "syn-instance-count": 869,
  "setup_viol": 0,
  "ctsResizeCount": 0,
  "ys_seq_share_pct": 0,
  "vias": 6684,
  "drc": 0,
  "tool_warnings": 35,
  "grt_overflow": 0,
  "max_freq_mhz": 73.12,
  "grt_max_degree": 72,
  "totalWireLength_mm": 17.43,
  "fp_util_pct": 51.51,
  "wl_per_cell_um": 15.06,
  "crit_arrival_ns": 8.92,
  "grtUsageTotal_pct": 30.08,
  "lay_top_count": "clkdlybuf4s50_1",
  "core_region_area_um2": 10890,
  "worst_pin_slew_ns": 0.7095,
  "hold_viol": 0,
  "drive_gt1_share_pct": 3.540,
  "setup_tns_ns": 0,
  "power_density_nw_per_um2": 25.49,
  "yosysWarnings": 1,
  "cap_violations": 0,
  "syn_area_um2": 5608,
  "pre_cts_ws_ns": 10.12,
  "crit_type": "in2out"
}
-- metrics by stage --
| stage | hold slack [ns] | power (mW) |
|---|---|---|
| detailed placement | 9.520 | 0.1898 |
| finish | 9.520 | 0.1918 |
| global route | 9.520 | 0.2123 |
| global placement | 9.520 | 0.1900 |
| CTS | 9.520 | 0.1913 |
| floorplan | 9.549 | 0.1048 |
-- synthesized netlist by cell type, types with 11 or more instances --
library cell  number  area share (%)
xor2_1            47             7.3
clkbuf_1          35             2.3
nand3_1           33             2.9
and3_1            18             2.0
ha_1              62              14
o21bai_1          13             1.7
xnor2_1           60             9.4
inv_1             23             1.5
nor2_1            87             5.8
a21o_1            35             4.7
o21a_1            13             1.7
nand2_1          107             7.2
a21oi_1          103             9.2
a31oi_1           11             1.2
o21ai_0           52             4.6
nand4_1           25             2.8
nor3_1            14             1.2
-- report_power, final --
group          internal [mW]  leakage (nW)  total [mW]  switching [mW]
logic                  0.102          3.02       0.192          0.0902
registers                  0             0           0               0
clock network              0             0           0               0
-- cell families after synthesis --
family | count (synthesis) | synth area share (%)
buffers and inverters | 66 | 4.752
AND/OR/NAND/NOR | 339 | 30.52
AND-OR/OR-AND | 293 | 33.65
adder cells (fa/ha/maj) | 63 | 14.19
XOR/XNOR | 107 | 16.71
multiplexers | 1 | 0.1785
-- area by class of cell --
class / count / area [um^2] / share of cell area [%]
Timing Repair Buffer: 191 / 1907 / 25.35
Inverter: 23 / 86.33 / 1.148
Tap cell: 140 / 175.2 / 2.329
Multi-Input combinational cell: 803 / 5354 / 71.17
-- worst min path at each step --
stage	startpoint	endpoint	slack (ns)	depth (start not counted)
4_1_cts	CurrentPC[0]	NextPC[0]	9.52	0
6_report	CurrentPC[0]	NextPC[0]	9.52	0
5_1_grt	CurrentPC[0]	NextPC[0]	9.52	0
-- worst max-delay path, cell delays in order --
cell and delay [ns]:
clkdlybuf4s50_1 0.51, ha_1 0.30, fa_1 0.41, a21o_1 0.24, a2111oi_4 0.49, o211ai_2 0.20
o2bb2ai_2 0.18, nor2_1 0.22, o21bai_1 0.18, a21oi_1 0.30, o21ai_0 0.15, and3_1 0.20
nor3_1 0.24, clkdlybuf4s50_1 0.54
-- routing by layer --
metal | up-vias | share of wire (%) | GRT usage [%]
li1 | 3489 | - | -
met1 | 2983 | 47 | 42.53
met2 | 190 | 45 | 50.87
met3 | 22 | 5.2 | 1.728
met4 | 0 | 2.0 | 5.382
met5 | - | 0 | 0
No activity file was given, so power comes from the tool's default toggle rates.
