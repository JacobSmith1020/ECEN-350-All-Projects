$ cat flow/run.sh
#!/bin/bash
# OpenROAD 26Q1-2900-gdf79404cd8, Yosys 0.63+post, stock flow scripts
make -C /OpenROAD-flow-scripts/flow DESIGN_CONFIG=/design/flow/config.mk WORK_HOME=/design/flow/orfs finish
$ cat flow/config.mk
export PLATFORM = sky130hd
export DESIGN_NAME = RegisterFile
export DESIGN_NICKNAME = RegisterFile
export VERILOG_FILES = /design/flow/design.v
export SDC_FILE = /design/flow/constraint.sdc
export NUM_CORES = 4
export LEC_CHECK = 1
export CORE_UTILIZATION = 50
$ cat flow/constraint.sdc
current_design RegisterFile

set clk_period 22.8
set clk_io_pct 0.2

create_clock -name clk0 -period $clk_period [get_ports {Clk}]

set non_clock_inputs [all_inputs -no_clocks]
set_input_delay [expr $clk_period * $clk_io_pct] -clock clk0 $non_clock_inputs
set_output_delay [expr $clk_period * $clk_io_pct] -clock clk0 [all_outputs]
$ cat flow/design.v
`timescale 1ns / 1ps
module RegisterFile(BusA, BusB, BusW, RA, RB, RW, RegWr, Clk);
  output [63:0] BusA;
  output [63:0] BusB;
  input [63:0] BusW;
  input [4:0]RW;
  input [4:0]RA;
  input [4:0]RB;
  input RegWr;
  input Clk;
  reg [31:0] registers [63:0];
  assign #2 BusA = registers[RA];
  assign #2 BusB = registers[RB];
  always@(Clk) 
    begin
      registers[31] <= #3 1'd0;
    end
  always@(negedge Clk) 
    begin
      if(RegWr) 
        if(RW != 5'd31) 
          registers[RW] <= #3 BusW;
      	else
          registers[31] <= #3 1'd0; 
    end
endmodule
==> results.toml <==
# implementation run metrics
[yosys]
avgSynthCellArea_um2 = 14.18
top_area_cell = "edfxtp_1"
flop_cell = "edfxtp_1"
syn_inst = 3135
synth_seq_share_pct = 67.03
yosysUniqueCellTypes = 78
synth_top_area_share_pct = 67.03
yosysChipArea_mm2 = 0.04444
synth.top_cells.by_count = "edfxtp_1 (992), a22oi_1 (546), nor2_1 (161), nand2_1 (138), buf_2 (113)"
ys_ff = 992
topCellsByArea = "edfxtp_1 (67%), a22oi_1 (9.2%), mux2i_1 (2.1%), buf_4 (1.9%), a22o_1 (1.6%)"
yosysWarningCount = 2
postSynth.asyncResetShare_pct = 0
syn_area_mm2 = 0.04444
yosysCellCount = 3135
edf_count = 992
yosysMostFrequentCell = "edfxtp_1"

[clock_tree]
cts_buffers = 109
hold_buffers = 0
cts_num_sinks = 992
cts_resized = 0
clock_path_buffers = 3
cts_tree = "done"
cts_root_buf = "clkbuf_16"
h-tree-depth = 3
postCtsSetupRepairBufs = 0
path_clk_slew_ps = 30

[grt]
grt_max_degree = 47
antenna_found_initial = 27
grt_pass1_vias = 44740
grt_pass1_wl_mm = 343.3
grt_overflow = 0
grt_usage_pct = 63.27

[finish]
layout-drive-gt1-share_pct = 12.31
regMostFlops = "registers"
top_regs = "registers (992)"
postLayoutCellArea_mm2 = 0.05496
final_core_util_pct = 62.86
area_growth_pct = 23.66
largest_reg_flops = 992
final.fill_count = 6306

[worst_setup_path]
required_ps = 18240
crit_buf_inv = 1
crit_fanout = 2
crit_arrival_ps = 14420
worstSetupPathType = "reg -> out"
end_kind = "output port"
cp_cell_sequence = "and3_1 > a2111oi_0 > nand3_1 > nor3_1 > a31oi_1 > clkdlybuf4s50_1"
setup.worst_path.start_class = "flop"
cp_top_family = "AND-OR/OR-AND gates"
crit_slowest_cell = "a2111oi_0"
slowest_delay_ps = 570

[timing]
maxSlewHeadroom_pct = 12.95
setup_tns_ps = 0
rsz0062_at_grt = "false"
finalHoldViolations = 0
fin_ws_ps = 3817
final_max_slew_viol_count = 0
setup_viol = 0
worst_pin_slew_ps = 1303

[hold_path]
holdCritStartpoint = "RB[3]"
hold_path_end = "BusB[16]"
hold_depth = 6
hold_class = "in -> out"

[drt]
drt_first_iter_violations = 5725
dr.pass1.iters = 12
via_count = 42860
viasPerCell = 7.632
routed_wirelength_mm = 257.9
ant_nets = 0
drc = 0
wire_per_inst_um = 45.93

[placement]
pre_cts_ws_ps = 3682
gp_congestion = 1.140
place_hpwl_mm = 144.6
port_buffers = 112
post_dp_cell_area_mm2 = 0.04758

[power]
report.power.total_mw = 4.912
irDropWorstVdd_mv = 0.07653
p_per_area_mw_per_mm2 = 89.38
p_leak_nw = 21.67

[die]
fp.dieW_um = 300.1
fp_util_pct = 50.83
die-area_mm2 = 0.09008
ios = 209
core_area_mm2 = 0.08743
die_y_um = 300.1
rows = 108

[run]
maxCapViolCount = 0
warnings = 1049

[outcome]
run_status = "completed"
## logic make-up after synthesis
family | share of synthesized area, %
flops | 67.03
other cells | 0.008438
buf+inv | 4.004
simple gates | 8.030
compound gates | 17.90
mux | 3.027
## routing by layer
metal | global-route usage, % | part of all wire, %
met5 | 38.25 | 1.4
met4 | 50.63 | 11
met3 | 65.00 | 24
met2 | 72.95 | 37
met1 | 59.84 | 26
## layout by cell type, fill, tap and decap left out, drive strengths merged, types with 10 or more instances in the layout
cell type,netlist,routed
inv,12,1040
edfxtp,992,992
a22oi,546,546
buf,242,226
nor2,206,206
nand2,141,141
clkbuf,41,109
clkdlybuf4s50,0,102
mux2i,95,95
a21oi,89,89
nand4,86,86
a22o,79,79
a221oi,65,65
conb,1,64
nand3,55,55
o21ai,49,49
nor3,43,43
diode,0,33
a31oi,31,31
clkinvlp,0,25
nor2b,23,23
nor4,22,22
a222oi,22,22
and3,21,21
mux2,21,21
a32oi,19,19
o32a,19,19
o22a,17,17
and4,17,17
a32o,15,15
bufinv,0,14
nand2b,13,13
a2111oi,13,13
o211ai,12,12
a211oi,11,11
o22ai,10,10
o2bb2ai,10,10
## cell type report
type                    instances  area, um^2  area share (%)
diodes                         33       82.58          0.1503
clock inverters              1077        4573           8.322
repair buffers                328        2713           4.936
clock buffers                 109        2728           4.963
flip-flops and latches        992       29790           54.21
inverters                      11       41.29         0.07513
well taps                    1155        1445           2.630
multi-input cells            1911       13580           24.72
## through the flow
| stage | cells | hold WS, ps |
|---|---|---|
| finish | 5616 | 10370 |
| floorplan | 3198 | 9518 |
| CTS | 5583 | 10320 |
| detailed placement | 4398 | 10320 |
| global placement | 4398 | 10330 |
| global route | 5596 | 10410 |
## worst max path at each step
stage	start	to	slack, ps	cells past startpoint
CTS	registers[16][14]	BusA[14]	3890	6
global route	registers[16][14]	BusA[14]	3760	6
finish	registers[16][14]	BusA[14]	3820	6
## report_power, final
part	switching, mW	total, mW	internal [mW]
combinational	0.256	0.364	0.108
clock	1.23	2.49	1.26
sequential	0.0121	2.06	2.05
total	1.50	4.91	3.42
